==> design/flow/design.v <==
module perf_counter(
    input logic         clk,       
    input logic         reset,     
    input logic         enable,    
    input logic         valid,     
    input logic         ready,     
    output logic [3:0]  count      
);
always_ff @(posedge clk) begin
    if (reset)
    count <= 4'd0;
    else if (enable && valid && ready)
     count <= (count == 4'd15) ? 4'd0 : count + 1;
end
endmodule
==> design/flow/run.sh <==
#!/bin/bash
# OpenROAD 26Q1-2900-gdf79404cd8, Yosys 0.63+post, stock flow scripts
make -C /OpenROAD-flow-scripts/flow DESIGN_CONFIG=/design/flow/config.mk WORK_HOME=/design/flow/orfs finish
==> design/flow/config.mk <==
export PLATFORM = sky130hd
export DESIGN_NAME = perf_counter
export DESIGN_NICKNAME = perf_counter
export VERILOG_FILES = /design/flow/design.v
export SDC_FILE = /design/flow/constraint.sdc
export NUM_CORES = 4
export LEC_CHECK = 1
export CORE_AREA = 10 10 70 70
export DIE_AREA = 0 0 80 80
==> design/flow/constraint.sdc <==
current_design perf_counter

set clk_period 2.2
set clk_io_pct 0.2

create_clock -name clk0 -period $clk_period [get_ports {clk}]

set non_clock_inputs [all_inputs -no_clocks]
set_input_delay [expr $clk_period * $clk_io_pct] -clock clk0 $non_clock_inputs
set_output_delay [expr $clk_period * $clk_io_pct] -clock clk0 [all_outputs]
==> flow_metrics.env <==
# physical design summary
export IMPL_largest_reg_flops=4
export IMPL_seq_power_share=0.420
export IMPL_root_buffer="clkbuf_4"
export IMPL_synth_area_per_cell_um2=9.26
export IMPL_combPwrFrac=0.088
export IMPL_cts_num_sinks=4
export IMPL_yosys_warnings=1
export IMPL_synth_cells=20
export IMPL_top_area_frac=0.432
export IMPL_gp_congestion=0.685
export IMPL_topCellsByArea="dfxtp_1 (43%), a21oi_1 (8.1%), ha_1 (6.8%), nand4_1 (6.8%), a311o_1 (5.4%)"
export IMPL_swShare=0.195
export IMPL_cts_buffer_depth=2
export IMPL_via_count=192
export IMPL_ant_nets=0
export IMPL_cts_setup_buffers=0
export IMPL_ff2ff_path_depth=3
export IMPL_crit_buf_inv=1
export IMPL_synthArstFlopShare=0
export IMPL_crit_arrival_ns=1.15
export IMPL_fin_area_um2=345
export IMPL_die_y_um=80
export IMPL_postSynthSeqShare=0.432
export IMPL_chipWidth_um=80
export IMPL_synth_flops=4
export IMPL_fp_util=0.0542
export IMPL_r2r_end="count[0]"
export IMPL_die_area_um2=6400
export IMPL_cts_buffers=3
export IMPL_largestRegisters="count x4"
export IMPL_maxCapViolCount=0
export IMPL_status="completed"
export IMPL_worst_setup_path_end_kind="output port"
export IMPL_hp_class="reg2reg"
export IMPL_grt_overflow=0
export IMPL_maxSlewHeadroom=0.877
export IMPL_min_from="count[3]"
export IMPL_synthFlopType="dfxtp_1"
export IMPL_track_usage=0.0201
export IMPL_dpl_cell_area_um2=323
export IMPL_cpPeakStageDelay_ns=0.52
export IMPL_finalCriticalPeriod_ns=1.59
export IMPL_top_cells_by_count="dfxtp_1 (4), a21oi_1 (3), nand2_1 (2), nand4_1 (2), nor2_1 (2)"
export IMPL_maxSlewViolCount=0
export IMPL_p_leak_nw=0.111
export IMPL_grt_pass1_wl_um=959
export IMPL_finalSetupViolCount=0
export IMPL_synth_area_um2=185
export IMPL_clock_latency_ns=0.23
export IMPL_drive_above_1_share=0.129
export IMPL_finalCritPeriodShare=0.724
export IMPL_grt_max_degree=7
export IMPL_switching_power_uw=35.1
export IMPL_yosys_stat_cells=20
export IMPL_worst_ir_drop_vdd_uv=191
export IMPL_cts_hold_buf=0
export IMPL_reg2reg_setup_slack_ns=1.08
export IMPL_tool_warnings=25
export IMPL_routedWlPerCell_um=7.51
export IMPL_cts_repair_resized=0
export IMPL_min_path_cells=2
export IMPL_clkPwrFrac=0.491
export IMPL_grt_pass1_vias=203
export IMPL_largest_register="count"
export IMPL_crit_fanout=6
export IMPL_antenna_cells=0
export IMPL_synth_chip_area_um2=185
export IMPL_io_pins=9
export IMPL_areaGrowthSynthToFinish_pct=86.5
export IMPL_r2r_start="count[0]"
export IMPL_vias_per_cell=2.49
export IMPL_fin_skew_ns=0.00197
export IMPL_drt_initial_drc_count=2
export IMPL_critical_path_class="reg2out"
export IMPL_antenna_found_initial=0
export IMPL_grt_setup_unrepaired="no"
export IMPL_critPathRequiredTime_ns=1.76
export IMPL_drc=0
export IMPL_hold_viol_final=0
export IMPL_cts_tree="yes"
export IMPL_wirelength_um=578
export IMPL_power_density_nw_per_um2=522
export IMPL_htree_levels=1
export IMPL_critPathLaunchType="register"
export IMPL_first_pass_iters=2
export IMPL_max_freq_ghz=0.628
export IMPL_worstPathCellList="clkdlybuf4s50_1"
export IMPL_worst_slew_pin_slew_ns=0.185
export IMPL_portBuffers=8
export IMPL_largest_area_cell="dfxtp_1"
export IMPL_fin_tns_setup_ns=0
export IMPL_ys_types=12
export IMPL_coreArea_um2=3420
export IMPL_power_internal_uw=145
export IMPL_synth_most_common_cell="dfxtp_1"
export IMPL_edf_count=0
export IMPL_cp_slowest_cell="clkdlybuf4s50_1"
export IMPL_clk_pin_slew_ns=0.04
export IMPL_whs_endpoint="count[3]"
export IMPL_rows=21
export IMPL_cpLargestDelayFamily="buffers and inverters"
[cell type report]
class                   instances  area, µm²
repair buffers                  8       80.1
multi-input cells              16        105
fillers                       405       3070
clock buffers                   3       22.5
well taps                      46       57.6
flip-flops and latches          4       80.1
[worst max path at each step]
| stage | start | end | slack [ns] | depth (start not counted) |
|---|---|---|---|---|
| final | count[0] | count[0] | 0.61 | 1 |
| after global routing | count[0] | count[0] | 0.52 | 1 |
| after CTS | count[0] | count[0] | 0.57 | 1 |
[per-layer routing]
layer  up-vias  part of all wire  track usage
li1        101                 -            -
met1        83              0.40       0.0206
met2         6              0.46       0.0289
met3         2              0.12       0.0205
met4         0             0.024      0.00352
met5         -                 0            0
[kinds of logic (layout without fill, tap and decap cells)]
family | count (synthesis) | in the layout | share of synthesized area
AND/OR/NAND/NOR | 8 | 8 | 0.237
AND-OR/OR-AND | 5 | 5 | 0.162
flip-flops | 4 | 4 | 0.432
adder cells (fa/ha/maj) | 1 | 1 | 0.0676
XOR/XNOR | 1 | 1 | 0.0473
multiplexers | 1 | 1 | 0.0541
buffers and inverters | 0 | 11 | 0
[metrics by stage]
step / power, mW / cells / hold WS, ns / utilization / setup slack [ns]
final: 0.180 / 77 / 0.512 / 0.101 / 0.608
after CTS: 0.186 / 77 / 0.511 / 0.101 / 0.570
after global routing: 0.195 / 77 / 0.547 / 0.101 / 0.524
after floorplan: 0.0798 / 20 / 0.456 / - / 1.16
after global placement: 0.0927 / 74 / 0.507 / 0.0945 / 0.611
after detailed placement: 0.0931 / 74 / 0.505 / 0.0945 / 0.618
[power groups by stage]
stage / registers (mW) / logic (mW) / clock network, mW
4_1_cts: 0.0758 / 0.0163 / 0.0939
5_1_grt: 0.0760 / 0.0179 / 0.101
6_report: 0.0758 / 0.0160 / 0.0886
[cells in the final DEF (no fill, tap or decap)]
cell             Yosys  routed
mux2i_1              1       1
or3_1                1       1
dfxtp_1              4       4
nand4_1              2       2
a21oi_1              3       3
nor2_1               2       2
xor2_1               1       1
a311o_1              1       1
nand2_1              2       2
clkdlybuf4s50_1      0       8
ha_1                 1       1
o21ai_0              1       1
clkbuf_4             0       3
nand3_2              1       1
Power is estimated from default activity; no workload was simulated.
